==> flow/design.v <==
module FSM (clk, reset, mode, valid_in, last_in, enable_mode0, enable_mode1, valid_out, done);
input wire clk, reset;
input wire mode, valid_in, last_in;
output reg enable_mode0, enable_mode1, valid_out, done;
parameter MODE_0 = 1'b0;
parameter MODE_1 = 1'b1;
reg old_valid, last_input;
always @ (posedge clk or posedge reset) begin
	if (reset == 1'b1) begin
		enable_mode0 <= 1'b0;
		enable_mode1 <= 1'b0;
		valid_out <= 1'b0;
		last_input <= 1'b0;
		old_valid <= 1'b0;
		done <= 1'b0;
	end
	else begin
		case (mode)
		MODE_0: begin
			enable_mode0 <= 1'b1;
			enable_mode1 <= 1'b0;
			valid_out <= old_valid;
			last_input <= 1'b0;
			old_valid <= valid_in;
			done <= 0;
		end
		MODE_1: begin
			enable_mode0 <= 1'b0;
			enable_mode1 <= 1'b1;
			valid_out <= last_input;
			last_input <= last_in;
			old_valid <= valid_in;
			done <= last_in;
		end
		endcase
	end
end
endmodule
module Product_Sum (clk, reset, enable, valid_in, done, in_ai, in_xi, result);
input wire clk, reset;
input wire done, enable, valid_in;
input wire [7:0]in_ai;
input wire [7:0]in_xi;
output reg [15:0]result;
reg [15:0]mult_reg;
reg [15:0]register;
wire [15:0]mult_result;
wire [15:0]result_w;
assign mult_result = in_ai*in_xi;
assign result_w = mult_reg + register;
always @ (posedge clk or posedge reset) begin
	if (reset == 1'b1) begin
		register <= 16'b0;
		mult_reg <= 16'b0;
	end
	else begin
		if (enable == 1) begin
			if (valid_in == 1) begin
				mult_reg <= mult_result;
			end
			else begin
				mult_reg <= 16'b0;
			end
			if (done == 0) begin
				register <= result_w;
			end
			else begin
				register <= 16'b0;
			end
			result <= result_w;
		end
		else begin
			register <= 16'b0;
		end
	end
end
endmodule
module QE_M (clk, reset, in_a, in_b, in_c, in_x, mode, valid_in, last_input, valid_out, result);
input wire clk, reset, mode;
input wire [7:0]in_a;
input wire [7:0]in_b;
input wire [7:0]in_c;
input wire [7:0]in_x;
input wire valid_in, last_input;
output wire valid_out;
output wire [15:0]result;
wire [15:0]result_0;
wire [15:0]result_1;
wire enable_mode0, enable_mode1, done;
assign result = (mode == 1'b0) ? result_0 : result_1;
Quadratic_Equation Quadratic_Equation (
	.clk		(clk),
	.reset 		(reset),
	.enable		(enable_mode0),
	.in_a 		(in_a),
	.in_x 		(in_x),
	.in_b 		(in_b),
	.in_c 		(in_c),
	.result		(result_0)
);
Product_Sum Product_Sum (
	.clk 		(clk),
	.reset 		(reset),
	.enable		(enable_mode1),
	.valid_in	(valid_in),
	.done		(done),
	.in_ai 		(in_a),
	.in_xi		(in_x),
	.result		(result_1)
);
FSM FSM (
	.clk			(clk),
	.reset 			(reset),
	.mode 			(mode),
	.valid_in 		(valid_in),
	.last_in		(last_input),
	.enable_mode0 	(enable_mode0),
	.enable_mode1 	(enable_mode1),
	.valid_out 		(valid_out),
	.done			(done)
);
endmodule
module Quadratic_Equation (clk, reset, enable,in_a, in_x, in_b, in_c, result);
input wire clk, reset, enable;
input wire [7:0]in_a;
input wire [7:0]in_x;
input wire [7:0]in_b;
input wire [7:0]in_c;
output reg [15:0]result;
reg [7:0]C;
reg [7:0]rX;
reg [15:0]R;
always @ ( posedge clk or posedge reset ) begin
    if (reset == 1) begin
        R <= 16'b0;
        C <= 8'b0;
        result <= 16'b0;
    end
    else begin
        if (enable == 1) begin
            rX <= in_x;
            C <= in_c;
            R <= (in_a * in_x) + in_b;
        end
        else begin
            rX <= 0;
            C <= 0;
            R <= 0;
        end
        result <= (R * rX) + C;
    end
end
endmodule  
==> flow/run.sh <==
#!/bin/bash
# OpenROAD 26Q1-2900-gdf79404cd8, Yosys 0.63+post, stock flow scripts
make -C /OpenROAD-flow-scripts/flow DESIGN_CONFIG=/design/flow/config.mk WORK_HOME=/design/flow/orfs finish
==> flow/config.mk <==
export PLATFORM = sky130hd
export DESIGN_NAME = QE_M
export DESIGN_NICKNAME = QE_M
export VERILOG_FILES = /design/flow/design.v
export SDC_FILE = /design/flow/constraint.sdc
export NUM_CORES = 4
export LEC_CHECK = 1
export CORE_UTILIZATION = 30
==> flow/constraint.sdc <==
current_design QE_M

set clk_period 12.2
set clk_io_pct 0.2

create_clock -name clk0 -period $clk_period [get_ports {clk}]

set non_clock_inputs [all_inputs -no_clocks]
set_input_delay [expr $clk_period * $clk_io_pct] -clock clk0 $non_clock_inputs
set_output_delay [expr $clk_period * $clk_io_pct] -clock clk0 [all_outputs]
==> summary.txt <==
The synthesis and place-and-route flow finished, so here is a summary.

Per the timing report, the most critical flop-to-flop path originates at Quadratic_Equation.rX[0]. The area of the die came out at 33100 um^2. The initial antenna violation count came out at 0. Data on the critical path is required at its endpoint by 12420 ps. The ratio of cells with drive above 1 in the final layout is 0.0484. The biggest area contributor in the post-synthesis netlist is fa_1. OpenSTA, run right after detailed placement, puts the worst setup slack at 4560 ps. The distinct cell type count after synthesis came out at 56. In this run the power density over the cells is 209 nW/um^2. The number of clock sinks seen by CTS came out at 101. The maximum buffer depth of the clock tree is 2. TritonCTS built the clock tree.

The maximum clock rate came out at 138 MHz. The per-cell routed wire length is 14.4 um. STA classifies the critical path endpoint as a flop.

The setup total negative slack came out at 0 ps. The share of the synthesized area in the top cell type is 0.216. Per the OpenROAD power report, leakage power amounts to 5.16 nW. The cell sitting at the root of the clock tree is a clkbuf_16. The global-route wire length before repair is 34.5 mm. In this run, CTS created clock tree buffers numbering 9. Row generation in the floorplan step produced 65 rows. The violation count after the first detailed-routing iteration is 299. The number of setup buffers added after CTS is 0. The worst-case clock skew came out at 7.44 ps. The tightest min-delay check is of the reg2reg type. The total routing resource utilization after global routing came out at 0.136.

The number of instances in the synthesized netlist came out at 981. The total global routing overflow is 0. Summing every instance area after synthesis gives 9720 um^2. The most used flip-flop cell after synthesis is dfrtp_1. The stage logs contain a warning count of 25. The die width came out at 182 um. The number of design rule violations left after detail routing is 0. The die is 182 um tall. The critical-path maximum fanout is 9. The flip-flop and latch count after synthesis came out at 101. Cell internal power was estimated by the tool at 1.29 mW. Relative to the synthesized area, the layout overhead comes to 13.6%. The worst hold margin came out at 484 ps.

The total net switching power is 1.02 mW. The max-slew headroom at the worst pin came out at 0.432. The kind of start point of the critical path is a primary input. In the routed layout, each cell is associated on average with a via count of 4.60. The slew of the pin with the lowest slew margin is 830 ps. The run finished with clean final reports. The least setup slack across all paths after layout came out at 4930 ps.

The clock period minus worst slack came out at 7270 ps. Looking at the setup timing report, the critical path kind is in2reg. Setup repair after global routing left no endpoint under its margin. The number of global-route vias before repair is 6722. The overall power consumption is 2.31 mW. The sequential fraction of the synthesis area came out at 0.273. The insertion delay at the late pin of the worst-skew pair is 350 ps. The register clock-pin slew on the reported worst setup and hold paths came out at 70 ps. The core outline area is 31700 um^2.

The switching portion of total power is 0.442. Per the post-synthesis stats, the area per cell is 9.90 um^2. By area the synthesized netlist is led by fa_1 (22%), dfrtp_1 (20%), ha_1 (12%), and2_1 (8.4%), edfxtp_1 (7.4%). The share of the clock period used by the worst path after layout came out at 0.596. The number of maximum-capacitance violations is 0.

The global placer's final weighted congestion is 0.900. Entering global routing, the biggest net connects 50 pins. The total iterations of the first detailed-routing run is 5. The minimum setup slack among reg-to-reg paths came out at 6960 ps. The total cells reported by yosys after synthesis is 981. The total of endpoints with negative setup slack in the final report is 0. The antenna diode count came out at 0. The relative contribution of combinational cells to total power is 0.637.

The number of instances resized during post-cts repair came out at 0. The startpoint identified for the worst hold timing path is FSM.old_valid. The post-synth tally of flip-flops with integrated enable came out at 24. The final max-slew violation count came out at 0. The power share of the clock group is 0.136. Once detail routing completed, the nets flagged for antenna violations numbered 0. The number of warnings issued by yosys came out at 3.

The placed wire-length estimate after detailed placement came out at 16.6 mm. The maximum resistive drop on vdd came out at 126 uV. The count of buffers from port buffering came out at 53.

The power share of the sequential group came out at 0.227. Tracing the worst setup path back leads to its startpoint at in_x[2]. The initial cell density of the core is 0.306. The total via count in the routed design is 6603. The number of I/O pins came out at 54. Per the CTS log, the maximum H-tree level is 3.

The hold buffer count at cts is 0. The final hold violation count came out at 0. The fraction of registers with async set/reset came out at 0.762. The area figure in the yosys stat output is 9720 um^2. The total wirelength of the detailed-routed design is 20.7 mm.

The data arrival time of the critical path is 7480 ps.
[per-stage QoR]
step	util	instance area, um^2	instances
after floorplan	-	9720	981
after global placement	0.338	10700	1420
after detailed placement	0.338	10700	1420
after CTS	0.348	11000	1436
after global routing	0.348	11000	1436
final	0.348	11000	1436
[cell families after synthesis]
| group | count (synthesis) | synth area share |
|---|---|---|
| adders and majority gates | 196 | 0.334 |
| muxes | 19 | 0.0218 |
| buffers and inverters | 189 | 0.0733 |
| AOI/OAI and AO/OA | 117 | 0.0792 |
| xor gates and xnor gates | 52 | 0.0469 |
| and+or+nand+nor | 307 | 0.173 |
| DFF | 101 | 0.273 |
[metal layers]
metal / global-route usage / vias up / routed length (um)
met2: 0.211 / 125 / 9460
met4: 0.0168 / 0 / 229
li1: - / 3251 / -
met5: 0 / - / 0
met3: 0.0286 / 13 / 962
met1: 0.207 / 3214 / 10000
[cells in the final DEF (no fill, tap or decap), types with 10 or more instances in the layout]
master,Yosys,final
edfxtp_1,24,24
a21o_1,11,11
nand2b_1,10,10
dfrtp_1,77,77
a21oi_1,20,20
mux2_2,17,17
clkdlybuf4s50_1,0,53
inv_1,168,167
nor3_1,15,15
and2_1,130,130
fa_1,105,105
nor2b_1,10,10
nand2_1,75,75
xnor2_1,32,32
o21ai_0,31,31
ha_1,91,91
and3b_1,10,10
xor2_1,20,20
nor2_1,30,30
o22ai_1,10,10
[worst max-delay path: stages]
cell             delay (ps)
clkdlybuf4s50_1         620
nand2_1                 120
fa_1                    510
fa_1                    560
inv_1                    50
fa_1                    470
inv_1                    50
fa_1                    470
inv_1                    40
ha_1                    320
xnor2_1                 190
ha_1                    320
o21ai_0                  90
nand2b_1                120
inv_1                    50
a211o_1                 270
or4_4                   440
nor4_1                  250
nor3_1                   80
[cells in the mapped netlist, drive strengths merged (10+ instances only)]
master and count:
edfxtp 24, xor2 20, nand2 75, mux2 17, xnor2 32, nor2b 10
clkbuf 20, nor2 30, and3b 10, a21oi 20, inv 168, a21o 12
dfrtp 77, fa 105, nor3 15, o21ai 32, and2 130, o22ai 10
ha 91, nand2b 10
[layout make-up]
cell class	instances	area, um^2
fillers	3158	20700
multi-input cells	691	6360
flip-flops and latches	101	2650
inverters	168	632
repair buffers	58	568
well taps	402	503
clock buffers	9	225
clock inverters	7	104
[power groups by stage]
stage	Combinational [mW]	Sequential, mW	Clock, mW
final	1.47	0.522	0.314
after global routing	1.70	0.533	0.335
after CTS	1.50	0.523	0.323
[path summary, 6_finish.rpt]
kind,to,depth (start not counted)
setup / recovery,Quadratic_Equation.R[15],19
hold / removal,FSM.valid_out,1
setup reg to reg,Quadratic_Equation.result[13],18
hold reg to reg,FSM.valid_out,1
max in group asynchronous,Quadratic_Equation.result[7],4
min in group asynchronous,Product_Sum.mult_reg[5],3
No activity file was given, so power comes from the tool's default toggle rates.
